File: flow/design.v
`timescale 1ns / 1ps
module twobitcounter(input clock,output reg [1:0]count);
initial begin
  count = 0;
  end
always @(posedge clock) begin
        count <= count + 1;
        end
endmodule
`timescale 1ns / 1ps
module display_control(
input clk_1khz,
input [15:0] count,
output reg [3:0] dig_sel,
output reg [3:0] btoseg
    );
wire [1:0] twobitout;
twobitcounter a0(.clock(clk_1khz),.count(twobitout));
always @(*) begin
    case (twobitout)
        2'b00: begin
            dig_sel <= 4'b1110;
            btoseg <= count[3:0];
        end
        2'b01: begin
            dig_sel <= 4'b1101;
            btoseg <= count[7:4];
         end
        2'b10: begin
            dig_sel <= 4'b1011;
            btoseg <= count[11:8];
         end
        2'b11: begin
            dig_sel <= 4'b0111;
            btoseg <= count[15:12];
         end
    endcase
end
endmodule
File: flow/run.sh
#!/bin/bash
# OpenROAD 26Q1-2900-gdf79404cd8, Yosys 0.63+post, stock flow scripts
make -C /OpenROAD-flow-scripts/flow DESIGN_CONFIG=/design/flow/config.mk WORK_HOME=/design/flow/orfs finish
File: flow/config.mk
export PLATFORM = sky130hd
export DESIGN_NAME = display_control
export DESIGN_NICKNAME = display_control
export VERILOG_FILES = /design/flow/design.v
export SDC_FILE = /design/flow/constraint.sdc
export NUM_CORES = 4
export LEC_CHECK = 1
export CORE_AREA = 10 10 70 70
export DIE_AREA = 0 0 80 80
File: flow/constraint.sdc
current_design display_control

set clk_period 1.6
set clk_io_pct 0.2

create_clock -name clk0 -period $clk_period [get_ports {clk_1khz}]

set non_clock_inputs [all_inputs -no_clocks]
set_input_delay [expr $clk_period * $clk_io_pct] -clock clk0 $non_clock_inputs
set_output_delay [expr $clk_period * $clk_io_pct] -clock clk0 [all_outputs]
==> summary.txt <==
fresh numbers from the pnr run: Top Ports 25, DP Cell Count around 97, min-delay src a0.count[0], crit-path cells inv_4, ha_4, buf_6, a222oi_1, a21oi_1, buf_2, biggest regs a0.count (2), Global Route Usage Sum 0.0358, Slew @ Worst Pin between 300 and 400 ps, post-synth area from yosys stat slightly below 200 um2, core region area 3420 um2, P_leak around 0.2 nW, Routed wire per std cell ~12 um, Area Overhead vs Synth 187%, die width 80 um, distinct lib cells 6, Tool Warnings 30, Die Span Y 80 um, DRT iter0 DRCs 22, crit path DAT 1510 ps, final worst slack -230 ps, final cell count without fillers roughly 100, shortest period the worst path allows roughly 1800 ps, Longest Clk Path Bufs 2, CTS root buffer clkbuf_4, CTS tree done, CP Class reg -> out, Max-slew headroom 0.741, ys cells 24, Synth Area per Inst 8.24 um2, Top Layout Cells clkdlybuf4s50_1, a222oi_1, nor2b_1, a21oi_1, buf_2, slowest stage delay, CP 370 ps, Comb gate area ~160 um2, HP Class reg -> reg, Slew Viols, Final 0, vias per inst 2.89, fraction of layout cells with a size suffix above 1 0.345, clk sinks 2, n_diodes 0, failing checks setup timing, first-pass GRT wire length 1730 um, Critical Path Sink Type output port, Fill cells slightly below 400, CTS buffer count 3, maximum VDD drop between 90 and 100 uV, largest net degree at the start of global routing 6, CP max FO 4, initial antenna violation count 0, crit path launch type register, PD cells about 350 nW/um2, Req. time, crit path roughly 1300 ps, FF-to-FF End a0.count[1], Post-Synthesis Cells 24, H-tree levels 1, fmax roughly 0.55 GHz, Yosys top cell by area ha_1, Largest register FFs 2, Setup crit end btoseg[0], Top reg by flops a0.count, status finished with violations, setup TNS -938 ps, Core Util at FP 0.0579, Pre-antenna DRT Iters 6, clock skew after layout ~0.1 ps, most frequent logic cell in the layout clkdlybuf4s50_1, DRC viols 0, Yosys warning total 2, register share after synthesis 0.203, Critical Path Start a0.count[0], RSZ-0062 raised after global routing true, die area between 6000 and 7000 um2, hold path depth 2, CP max stage cell dfxtp_4, Setup-failing EPs final 6, number of port buffers 24, WL final 1170 um, FF-to-FF setup slack ~790 ps, Detail Route Antenna Nets 0, Top-area cell share 0.253, FF-to-FF Start a0.count[1], max-cap viol count 0, gp weighted congestion just over 0.7, hold_buf cts 0, Mapped Area 198 um2, number of global-route vias before repair 324, row cnt 21, final hold vios 0, fin crit share 1.14, Vias approximately 290, total gr overflow 0, Worst R2R Path Depth 2, Worst-Skew Late Latency about 220 ps, Area contributors post-synth ha_1, a222oi_1, dfxtp_1, nor2b_1, inv_1, ys flops 2, FF/Latch Area around 48 um2, Worst-path clk slew roughly 30 ps
[power breakdown]
part	internal (mW)	switching (mW)	leakage, nW
logic	0.0338	0.00608	0.170
registers	0.0469	0	0.0177
clock network	0.0826	0.0268	0.0138
total	0.163	0.0329	0.202
[cells by family after synthesis]
kind of cell | Yosys count | synth area share
AND-OR/OR-AND | 8 | 0.304
buffers and inverters | 6 | 0.114
adder cells (fa/ha/maj) | 4 | 0.253
AND/OR/NAND/NOR | 4 | 0.127
flip-flops | 2 | 0.203
[Yosys cell counts (all sizes together)]
library cell  number
inv                6
a21oi              4
a222oi             4
ha                 4
nor2b              4
dfxtp              2
[critical path: cells and delay by family (launching register included)]
kind,cells,cell delay (ps)
AND-OR/OR-AND,2,470
adder cells (fa/ha/maj),1,160
buffers and inverters,3,290
flip-flops,1,370
[per-layer routing]
metal | GRT usage | up-vias | part of all wire | wire, um
met2 | 0.0514 | 18 | 0.41 | 478
met1 | 0.0450 | 122 | 0.47 | 549
met3 | 0.0227 | 0 | 0.12 | 138
li1 | - | 152 | - | -
met5 | 0 | - | 0 | 0
met4 | 0.00528 | 0 | 0 | 0
[through the flow]
step	total power, mW	util	hold slack, ps	area, um2	setup slack, ps
after global placement	0.0908	0.152	516	518	-393
after floorplan	0.0510	-	420	198	312
after global routing	0.209	0.166	567	568	-298
after CTS	0.204	0.166	545	568	-237
final	0.196	0.166	545	568	-230
after detailed placement	0.0910	0.152	533	518	-400
[layout make-up]
type,instances,area share
Tap cell,46,0.101
Sequential cell,2,0.0837
Timing Repair Buffer,28,0.445
Inverter,6,0.0441
Clock buffer,3,0.0396
Multi-Input combinational cell,16,0.286
[worst min-delay path by stage]
stage             end  slack [ps]
4_1_cts   a0.count[0]         550
5_1_grt   a0.count[0]         570
6_report  a0.count[0]         540
[timing repair]
action,4_1_cts,5_1_grt
endpoints found under the setup margin,8,6
resized,29,0
pin swaps,10,0
setup buffers,2,0
No activity file was given, so power comes from the tool's default toggle rates.
