`flow/design.v`:
```
`timescale 1ns / 1ps
module clock_divider1(clk_i,reset,clk_1hz);
input clk_i,reset; 
output reg clk_1hz;
integer divisor;
initial begin
divisor = 0;
clk_1hz =0;
end
always @(posedge clk_i)
    begin
        if (divisor < (5*10**7)) begin
            divisor <= divisor + 1;
        end else if(divisor == (5*10**7)) begin
            divisor <= 0;
            clk_1hz = ~clk_1hz;
            end
        end
endmodule
```
`flow/run.sh`:
```
#!/bin/bash
# OpenROAD 26Q1-2900-gdf79404cd8, Yosys 0.63+post, stock flow scripts
make -C /OpenROAD-flow-scripts/flow DESIGN_CONFIG=/design/flow/config.mk WORK_HOME=/design/flow/orfs finish
```
`flow/config.mk`:
```
export PLATFORM = sky130hd
export DESIGN_NAME = clock_divider1
export DESIGN_NICKNAME = clock_divider1
export VERILOG_FILES = /design/flow/design.v
export SDC_FILE = /design/flow/constraint.sdc
export NUM_CORES = 4
export LEC_CHECK = 1
export CORE_UTILIZATION = 40
```
`flow/constraint.sdc`:
```
current_design clock_divider1

set clk_period 4.7
set clk_io_pct 0.2

create_clock -name clk0 -period $clk_period [get_ports {clk_i}]

set non_clock_inputs [all_inputs -no_clocks]
set_input_delay [expr $clk_period * $clk_io_pct] -clock clk0 $non_clock_inputs
set_output_delay [expr $clk_period * $clk_io_pct] -clock clk0 [all_outputs]
```
==> flow_metrics.env <==
# implementation run metrics
export IMPL_status="completed"
export IMPL_finalClockSkew_ns=0.00913
export IMPL_p_seq_frac=0.502
export IMPL_pwr_share_comb=0
export IMPL_edf_count=33
export IMPL_power_share_switching=0.166
export IMPL_area_growth_pct=9.49
export IMPL_synthArstFlopShare=0
export IMPL_core_area_sq_um=4850
export IMPL_yosysCellCount=196
export IMPL_yosysWarnings=1
export IMPL_internal_power_mw=0.529
export IMPL_p_leak_nw=0.838
export IMPL_worstPathMaxFanout=20
export IMPL_route_detailed_wl_per_inst_microns=15.0
export IMPL_crit_path_start="divisor[0]"
export IMPL_openroad_warnings=27
export IMPL_hold_viol_final=0
export IMPL_ys_seq_frac=0.482
export IMPL_timing_final_max_slew_violations=0
export IMPL_max_clock_freq_ghz=0.359
export IMPL_rows=25
export IMPL_r2r_slack_ns=1.92
export IMPL_cts_tree="yes"
export IMPL_critPathSlowestCell="edfxtp_1"
export IMPL_placed_area_sq_um=2120
export IMPL_root_buffer="clkbuf_8"
export IMPL_worstSetupPathType="reg -> reg"
export IMPL_synth_cell_type_count=37
export IMPL_via_count=1557
export IMPL_cp_slowest_stage_delay_ns=0.48
export IMPL_ant_nets=0
export IMPL_place_congestion=0.767
export IMPL_flop_cell="edfxtp_1"
export IMPL_fillers=431
export IMPL_die_w_microns=73.7
export IMPL_cts_buffers=5
export IMPL_critical_path_startpoint_type="flip-flop"
export IMPL_clkPwrFrac=0.498
export IMPL_setup_tns_ns=0
export IMPL_synth_flops=33
export IMPL_rr_worst_depth=7
export IMPL_initCoreUtil=0.424
export IMPL_grt_overflow=0
export IMPL_arrival_ns=2.75
export IMPL_rsz0062_at_grt="no"
export IMPL_ys_chip_area_sq_um=2060
export IMPL_dp_hpwl_microns=2590
export IMPL_first_pass_iters=4
export IMPL_crit_required_ns=4.66
export IMPL_min_period_ns=2.78
export IMPL_power_density_nw_per_um2=282
export IMPL_grt_pass1_vias=1486
export IMPL_io_pins=3
export IMPL_end_kind="flip-flop"
export IMPL_die_h_microns=73.7
export IMPL_antenna_found_initial=0
export IMPL_switchingPower_mw=0.105
export IMPL_clk_transition_reported_paths_ns=0.07
export IMPL_postCtsHoldBufs=0
export IMPL_track_usage=0.172
export IMPL_max_vdd_ir_drop_mv=0.217
export IMPL_synth_avg_cell_area_sq_um=10.5
export IMPL_hold_path_end="clk_1hz"
export IMPL_lay_top_cells="edfxtp_1, a21oi_1, or4_1, nand2_1"
export IMPL_r2r_end="divisor[20]"
export IMPL_drive_gt1_frac=0.112
export IMPL_drtIter0Drc=87
export IMPL_largest_area_cell="edfxtp_1"
export IMPL_hold_path_cell_count=1
export IMPL_max_slew_margin=0.573
export IMPL_area_leaders="edfxtp_1, or4_1, xnor2_1, a21oi_1, a22oi_1"
export IMPL_cp_common_cell="nand3_1"
export IMPL_ctsResizeCount=0
export IMPL_dieArea_sq_um=5430
export IMPL_clock_sinks=33
export IMPL_layout_top_cell="edfxtp_1"
export IMPL_design_area_sq_um=2250
export IMPL_hp_class="reg -> reg"
export IMPL_route_detailed_drc=0
export IMPL_fin_crit_sh=0.592
export IMPL_grt_pass1_wl_microns=6960
export IMPL_routed_wl_microns=3960
export IMPL_critical_path_cell_chain="inv_1, ha_1, nor4bb_1, nand3_1, or4_1, nand3_1, buf_4"
export IMPL_drv_cap=0
export IMPL_synth_area_sq_um=2060
export IMPL_htreeDepth=2
export IMPL_clk_path_buf_depth=2
export IMPL_cts_setup_buffers=0
export IMPL_placement_io_buffers=1
export IMPL_finalSetupViolCount=0
export IMPL_grt_max_degree=33
export IMPL_synthCells=196
export IMPL_tightest_slew_ns=0.639
export IMPL_n_antenna_cell=0
export IMPL_clk_latency_ns=0.29
export IMPL_post_drt_via_cell_ratio=5.92
export IMPL_reg2reg_from="divisor[0]"
export IMPL_worstHoldStart="clk_1hz"
export IMPL_yosysTopAreaCellShare=0.482
==> Yosys cell counts, types with 5 or more instances <==
| master | n |
|---|---|
| o21ai_0 | 5 |
| inv_1 | 9 |
| nor2_1 | 5 |
| or3_1 | 5 |
| or4_1 | 12 |
| nand4_1 | 8 |
| nand2_1 | 11 |
| clkbuf_1 | 9 |
| xnor2_1 | 10 |
| nand3_1 | 10 |
| xor2_1 | 5 |
| a21oi_1 | 16 |
| a22oi_1 | 10 |
| nor4_1 | 5 |
| nor3_1 | 6 |
| edfxtp_1 | 33 |
| o31ai_1 | 8 |
==> power groups by stage <==
stage     Clock (mW)  Combinational (mW)  Sequential (mW)
4_1_cts        0.322         0.000000386            0.318
5_1_grt        0.336         0.000000386            0.318
6_report       0.316         0.000000386            0.318
==> registers in the layout, summed over array words and instances, names as in the netlist <==
name     cells
divisor     32
clk_1hz      1
==> area by class of cell <==
type                    instances  area (sq um)  share of cell area
clock buffers                   5          68.8              0.0306
clock inverters                 3          65.1              0.0289
inverters                       9          33.8              0.0150
multi-input cells             142           977               0.434
flip-flops and latches         33           991               0.440
well taps                      67          83.8              0.0372
repair buffers                  4          32.5              0.0144
==> routing by layer <==
metal  global-route usage  part of all wire  routed length, microns  up-vias
met4               0.0171             0.012                      48        0
met2                0.257              0.44                    1740       42
met5                    0                 0                       0        -
met3               0.0596             0.057                     224        6
li1                     -                 -                       -      764
met1                0.267              0.49                    1940      745
==> metrics by stage <==
| step | utilization | setup slack (ns) | hold slack (ns) | std cells | power [mW] |
|---|---|---|---|---|---|
| 5_1_grt | 0.465 | 1.67 | 0.606 | 263 | 0.654 |
| 3_5_place_dp | 0.437 | 1.92 | 0.558 | 255 | 0.325 |
| 4_1_cts | 0.465 | 1.90 | 0.577 | 263 | 0.641 |
| 3_3_place_gp | 0.437 | 1.93 | 0.532 | 255 | 0.325 |
| 2_1_floorplan | - | 1.84 | 0.487 | 196 | 0.325 |
| 6_report | 0.465 | 1.92 | 0.562 | 263 | 0.634 |
==> critical path: cells and delay by family (launching register included) <==
kind | cells | cell delay (ns)
fa+ha+maj | 1 | 0.15
buf+inv | 2 | 0.50
flops | 1 | 0.48
simple gates | 4 | 1.33
==> logic make-up (layout without fill, tap and decap cells) <==
family,Yosys count,after routing,share of synthesized area
simple gates,77,77,0.238
compound gates,48,48,0.158
flops,33,33,0.482
buf+inv,21,21,0.0462
xor+xnor,15,15,0.0639
fa+ha+maj,2,2,0.0122
==> how the worst max path moves through the flow <==
stage / endpoint / slack [ns] / cells past startpoint
CTS: divisor[14] / 1.90 / 7
global route: divisor[15] / 1.67 / 7
finish: divisor[20] / 1.92 / 7
Power and IR drop assume default switching activity.
