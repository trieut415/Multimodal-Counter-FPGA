$ cat flow/design.v
`timescale 1ns / 1ps
module clock_divider2(
clk_i,
reset,
clk_1khz
    );
input clk_i,reset; 
output reg clk_1khz;
integer divisor;
initial begin
divisor = 0;
clk_1khz =0;
end
always @(posedge clk_i)
    begin
         if (divisor < (50*10**3)) begin
            divisor <= divisor + 1;
        end else if(divisor == (50*10**3)) begin
            divisor <= 0;
            clk_1khz = ~clk_1khz;
            end
        end
endmodule
$ cat flow/run.sh
#!/bin/bash
# OpenROAD 26Q1-2900-gdf79404cd8, Yosys 0.63+post, stock flow scripts
make -C /OpenROAD-flow-scripts/flow DESIGN_CONFIG=/design/flow/config.mk WORK_HOME=/design/flow/orfs finish
$ cat flow/config.mk
export PLATFORM = sky130hd
export DESIGN_NAME = clock_divider2
export DESIGN_NICKNAME = clock_divider2
export VERILOG_FILES = /design/flow/design.v
export SDC_FILE = /design/flow/constraint.sdc
export NUM_CORES = 4
export LEC_CHECK = 1
export CORE_AREA = 10 10 108 108
export DIE_AREA = 0 0 118 118
$ cat flow/constraint.sdc
current_design clock_divider2

set clk_period 5.3
set clk_io_pct 0.2

create_clock -name clk0 -period $clk_period [get_ports {clk_i}]

set non_clock_inputs [all_inputs -no_clocks]
set_input_delay [expr $clk_period * $clk_io_pct] -clock clk0 $non_clock_inputs
set_output_delay [expr $clk_period * $clk_io_pct] -clock clk0 [all_outputs]
==> Changelog: implementation <==
## Implementation

- Status: complete, no violations
- Final WL: around 4.1 mm
- Worst skew pair latency: 290 ps
- Global-route wire length before repair: about 7 mm
- Required time worst endpoint: 5430 ps
- Slew HR: 53.2%
- Final hold vios: 0
- Yosys stat cell total: approximately 190
- Die Height: approximately 120 um
- Layout cells sized above 1: between 6 and 7%
- Post-DP HPWL: 2.64 mm
- Met3 wire length: roughly 210 um
- Vias in the first global route: 1,436
- Synth logic family: simple AND/OR/NAND/NOR gates
- Seq share, synth: between 40 and 50%
- Syn avg cell area: roughly 10 um2
- Async S/R FF share, synth: 0%
- Largest net degree at the start of global routing: 20
- Area growth syn-to-layout: 12.0%
- Post-Syn Area: 0.00200 mm2
- Mux share: 0%
- Initial antenna violation count: 0
- Post-synth EDFFs: 33
- # diodes: 0
- Highest achievable clock rate: 0.399 GHz
- Most used DFF post-synth: edfxtp_1
- Most numerous cell in the Yosys netlist: edfxtp_1
- Number of iterations in the first detailed-routing pass: 4
- Startpoint types: flip-flop
- Top cells by count: 33 x edfxtp_1, 16 x a21oi_1, 16 x a22oi_1
- Leak: around 0.75 nW
- XOR Share, Synth: under 10%
- Via-to-Cell Ratio: between 4 and 5
- Slew @ Worst Pin: 700 ps
- Period minus WS final: approximately 2500 ps
- Clk root buf: clkbuf_8
- Met2 wire length: around 1.8 mm
- Simple-Gate Area Share: 21.6%
- Tool warnings: 27
- Final Max Slew Viols: 0
- CP max FO: 17
- Sink Count: 33
- Design Power: around 0.47 mW
- Max-cap violations: 0
- Max Clock Skew: about 3.4 ps
- Setup violations, final: 0
- CTS tree: yes
- Compound-Gate Fraction of Synth Area: 17.5%
- Wl on met1: around 2.0 mm
- DRT antenna net count: 0
- Drc violations: 0
- Biggest area cells: edfxtp_1 50%, a22oi_1 6.0%, xnor2_1 4.4%, or4_1 4.1%, a21oi_1 4.0%
- Post_cts resized: 0
- Vias: ~1.6k
- Area share, top type: between 40% and 50%
- Area reported by Yosys stat: 0.00200 mm2
- Total CTS buffers: 5
- Placer congestion estimate: just under 0.8
- Final core utilization: between 20 and 25%
- Critical path capture point type: flip-flop
- Pwr/cell area: about 210 mW/mm2
- Crit share post-route: 47.3%
- Post-cts hold buffer count: 0
- Clock-pin slew on the worst setup and hold paths: ~70 ps
- Die span in x: approximately 120 um
- Final instance area: between 0.002 and 0.0025 mm2
- Area post-placement: about 0.0022 mm2
- Setup TNS: 0 ps
- RSZ-0062 raised after global routing: false
- Hold Crit Class: reg -> reg
- Total track usage: approximately 5.8%
- Post-CTS setup buffers: 0
- Synth warnings: 1
- Arr. time, crit path: roughly 2600 ps
- Setup CP Type: reg -> reg
- Yosys reg bits: 33
- Core area: 0.00928 mm2
- Largest area contributor in the netlist: edfxtp_1
- Pre-Place Util: a little over a fifth
- IO Count: 3
- Synth Instances: 192
- GRT overflow: 0
- Row count: 35
- Buffers on Ports: 1
- Top sig layer: met4
- Die Area: 0.0139 mm2
- FA/HA/MAJ Cells, Area Fraction: between 1 and 1.5%
- H-tree Lvls: 2
- Final worst setup slack: approximately 2800 ps
- WL/cell: between 10 and 15 um
- Yosys cell types: 32
- Initial DRC count: about 160
- Max Buffers Root-to-Sink: 2
- Worst slack, placed: around 2800 ps
- Worst vdd ir: ~0.08 mV
worst max-delay path: stages, from the launching register on:
cell and delay [ps]:
edfxtp_1 480, nor4_1 370, and4_1 340, nand3_1 530, buf_4 430, a22oi_1 210
registers in the layout, summed over array words and instances, names as in the netlist:
| signal | count |
|---|---|
| clk_1khz | 1 |
| divisor | 32 |
metal layers:
metal  GRT usage (%)  vias up
met2            8.36       37
met3            1.85        6
li1                -      772
met4           0.850        0
met5               0        -
met1            8.39      745
area by class of cell:
class                           count  area [um2]
Clock buffer                        8        80.1
Fill cell                        1012        7050
Inverter                            9        33.8
Multi-Input combinational cell    139         931
Sequential cell                    33         991
Tap cell                          129         161
Timing Repair Buffer                5        40.0
worst paths after layout:
path                              from                   endpoint  slack [ps]  cells past startpoint
max          divisor[22]$_SDFFCE_PN0P_  divisor[17]$_SDFFCE_PN0P_        2790                      5
min                 clk_1khz$_DFFE_PP_         clk_1khz$_DFFE_PP_         540                      1
max reg2reg  divisor[22]$_SDFFCE_PN0P_  divisor[17]$_SDFFCE_PN0P_        2790                      5
min reg2reg         clk_1khz$_DFFE_PP_         clk_1khz$_DFFE_PP_         540                      1
logic make-up after synthesis:
group	count (synthesis)
AOI/OAI and AO/OA	54
DFF	33
xor gates and xnor gates	13
buffers and inverters	20
and+or+nand+nor	70
adders and majority gates	2
per-stage QoR:
stage | hold WS [ps] | instances
after global placement | 535 | 315
after CTS | 551 | 323
after global routing | 588 | 323
after floorplan | 487 | 192
after detailed placement | 539 | 315
final | 545 | 323
power breakdown:
part / switching (mW) / internal, mW
Sequential: 0 / 0.282
Combinational: 0 / 0
Clock: 0.0923 / 0.0933
layout by cell type (no fill, tap or decap):
| cell type | netlist | layout |
|---|---|---|
| edfxtp_1 | 33 | 33 |
| a22oi_1 | 16 | 16 |
| a21oi_1 | 16 | 15 |
| or4_1 | 11 | 11 |
| nand2_1 | 10 | 10 |
| xnor2_1 | 10 | 10 |
| inv_1 | 9 | 9 |
| nor4_1 | 9 | 9 |
| nand3_1 | 9 | 9 |
| nand4_1 | 8 | 8 |
| or3_1 | 8 | 8 |
| o21ai_0 | 7 | 7 |
| o31ai_1 | 7 | 7 |
| clkbuf_8 | 0 | 5 |
| buf_4 | 0 | 4 |
| and4_1 | 3 | 3 |
| nor3_1 | 3 | 3 |
| nor2_1 | 3 | 3 |
| xor2_1 | 3 | 3 |
| clkbuf_1 | 8 | 3 |
| a21boi_0 | 2 | 2 |
| o41ai_1 | 2 | 2 |
| or4b_1 | 2 | 2 |
| ha_1 | 2 | 2 |
| o21a_1 | 1 | 1 |
| o21bai_1 | 1 | 1 |
| nand4bb_1 | 1 | 1 |
| nor3b_1 | 1 | 1 |
| a31oi_1 | 1 | 1 |
| a2bb2oi_2 | 0 | 1 |
| a21oi_2 | 0 | 1 |
| nand4_2 | 1 | 1 |
| and2_1 | 1 | 1 |
| clkdlybuf4s50_1 | 0 | 1 |
Power figures rest on the tool's default switching activity, not on a simulated workload.
